**/design/flow/constraint.sdc**
```tcl
current_design microwave_oven_controller

set clk_period 2.2
set clk_io_pct 0.2

create_clock -name clk0 -period $clk_period [get_ports {clock}]

set non_clock_inputs [all_inputs -no_clocks]
set_input_delay [expr $clk_period * $clk_io_pct] -clock clk0 $non_clock_inputs
set_output_delay [expr $clk_period * $clk_io_pct] -clock clk0 [all_outputs]
```
**/design/flow/run.sh**
```bash
#!/bin/bash
# OpenROAD 26Q1-2900-gdf79404cd8, Yosys 0.63+post, stock flow scripts
make -C /OpenROAD-flow-scripts/flow DESIGN_CONFIG=/design/flow/config.mk WORK_HOME=/design/flow/orfs finish
```
**/design/flow/design.v**
```verilog
module encoder (input wire enable_,
                input wire [9:0] keypad,
                output reg [3:0] bcd_out,
                output reg data_valid);
    always @(*) begin
        if (~enable_) begin
            case (keypad)
                10'b00_0000_0001 : begin  
                    bcd_out = 4'b0000;
                    data_valid = 1;
                end
                10'b00_0000_0010 : begin  
                    bcd_out = 4'b0001;
                    data_valid = 1;
                end
                10'b00_0000_0100 : begin  
                    bcd_out = 4'b0010;
                    data_valid = 1;
                end
                10'b00_0000_1000 : begin  
                    bcd_out = 4'b0011;
                    data_valid = 1;
                end
                10'b00_0001_0000 : begin  
                    bcd_out = 4'b0100;
                    data_valid = 1;
                end
                10'b00_0010_0000 : begin  
                    bcd_out = 4'b0101;
                    data_valid = 1;
                end
                10'b00_0100_0000 : begin  
                    bcd_out = 4'b0110;
                    data_valid = 1;
                end
                10'b00_1000_0000 : begin  
                    bcd_out = 4'b0111;
                    data_valid = 1;
                end
                10'b01_0000_0000 : begin  
                    bcd_out = 4'b1000;
                    data_valid = 1;
                end
                10'b10_0000_0000 : begin  
                    bcd_out = 4'b1001;
                    data_valid = 1;
                end
                default: data_valid = 0;
            endcase
        end else begin
            data_valid = 0;
        end
    end
endmodule
module freq_div (input wire clock_in,
                 output reg clock_out);
    reg [5:0] counter;
    initial begin
        clock_out <= 1;
        counter <= 0;
    end
    always @(posedge clock_in) begin
        if (counter == 49) begin
            clock_out <= ~clock_out;
            counter <= 0;
        end else begin
            counter <= counter + 1;
        end
    end
endmodule
module mux (input wire pgt, clock, select,
            output reg out);
    always @(*) begin
        if (select) begin
            out = clock;
        end else begin
            out = pgt;
        end
    end
endmodule
module NR_counter (input wire clock, clear,
                   output reg out);
    reg [2:0] counter;
    initial begin
        out <= 0;
        counter <= 0;
    end
    always @(clear) begin
        if (clear) begin
            counter <= 0;
            out <= 0;
        end
    end
    always @(posedge clock) begin
        if (counter < 8) begin
            counter <= counter + 1;
            if (counter == 3) begin
                out <= 1;
            end
        end
    end
endmodule
module input_timer_control (input wire enable_, clock_in,
                            input wire [9:0] keypad,
                            output wire pgt_clock, load_,
                            output wire [3:0] bcd_out);
    wire data_valid, clock_out, pgt;
    encoder encoder0 (.enable_(enable_), .keypad(keypad), .data_valid(data_valid), .bcd_out(bcd_out));
    freq_div freq_div0 (.clock_in(clock_in), .clock_out(clock_out));
    NR_counter NR_counter0(.clock(clock_in), .clear(data_valid), .out(pgt));
    mux mux0 (.pgt(pgt), .clock(clock_out), .select(enable_), .out(pgt_clock));
    assign load_ = ~data_valid;
endmodule
module mod10_counter(
        output reg [3:0] Dout,
        output wire tc,
        output reg zero,
        input wire [3:0] data,
        input wire loadn, clrn, clock, en
    );
    assign tc = (en & !Dout[0] & !Dout[1] & !Dout[2] & !Dout[3]);
    initial begin 
        Dout = 0;
    end
    always @(posedge clock, negedge clrn)
    begin
        if (!clrn) begin
            Dout <= 0;
            zero <= 1;
        end
        else if (!loadn) begin 
            Dout <= data;
            zero <= (data == 0)? 1 : 0;
        end
        else if (en) begin 
            if (Dout == 0) begin 
                Dout <= 9;
                zero <= 0;
            end
            else if(Dout==1) begin
                Dout <= Dout - 1;
                zero <= 1;
            end
            else begin 
                Dout <= Dout - 1;
                zero <= 0;
            end
        end
    end
endmodule
module mod6_counter(
        output reg [3:0] Dout,
        output wire tc, 
        output reg zero,
        input wire [3:0] data,
        input wire loadn, clrn, clock, en
    );
    assign tc = (en & !Dout[0] & !Dout[1] & !Dout[2] & !Dout[3]);
    initial begin 
        Dout = 0;
    end
    always @(posedge clock, negedge clrn)
    begin
        if (!clrn) begin
            Dout <= 0;
            zero <= 1;
        end
        else if (!loadn) begin 
            Dout <= data;
            zero <= (data == 0)? 1 : 0;
        end
        else if (en) begin 
            if (Dout == 0) begin 
                Dout <= 5;
                zero <= 0;
            end
            else if(Dout==1) begin
                Dout <= Dout - 1;
                zero <= 1;
            end
            else begin 
                Dout <= Dout - 1;
                zero <= 0;
            end
        end
    end
endmodule
module timer(
        output wire [3:0] sec_ones, 
        output wire [3:0] sec_tens, 
        output wire [3:0] mins,
        output reg zero,
        input wire [3:0] data,
        input wire loadn, clrn, clock, en
    );
    wire zero_ones, zero_tens, zero_mins;
    wire tc_en_tens, tc_en_mins, unused;
    mod10_counter one_secs(.Dout(sec_ones), .tc(tc_en_tens), .zero(zero_ones), .data(data), .loadn(loadn), .clrn(clrn), .clock(clock), .en(en));  
    mod6_counter ten_secs(.Dout(sec_tens), .tc(tc_en_mins), .zero(zero_tens), .data(sec_ones), .loadn(loadn), .clrn(clrn), .clock(clock), .en(tc_en_tens));  
    mod10_counter minutes(.Dout(mins), .tc(unused), .zero(zero_mins), .data(sec_tens), .loadn(loadn), .clrn(clrn), .clock(clock), .en(tc_en_mins));  
    always @(zero_ones, zero_tens, zero_mins) begin
        zero = zero_ones & zero_tens & zero_mins;  
    end
endmodule
module magnetron_logic (input wire start_, stop_, clear_, door_closed, timer_done,
                        output reg S, R);
    always @(start_ or stop_ or clear_ or door_closed or timer_done)
    begin
        if (~clear_ || ~stop_ || ~door_closed || timer_done) begin
            S = 0;
            R = 1;
        end else if (~start_ && door_closed) begin
            S = 1;
            R = 0;
        end else begin
            S = 0;
            R = 0;
        end
    end
endmodule
module SR_latch (input wire S, R,
                 output reg mag_on);
    always @(R or S)
    begin
        if (R & ~S) mag_on <= 0;
        else if (~R & S) mag_on <= 1;
        else mag_on <= mag_on;
    end
endmodule
module magnetron_control (input wire start_, stop_, clear_, door_closed, timer_done,
                          output wire mag_on);
    wire  S, R;
    magnetron_logic magnetron_logic_DUT (.start_(start_), .stop_(stop_), .clear_(clear_), 
        .door_closed(door_closed), .timer_done(timer_done), .S(S), .R(R));
    SR_latch SR_latch_DUT (.S(S), .R(R), .mag_on(mag_on));
endmodule
module BCD_decoder (input wire [3:0] sec_ones, sec_tens, min,
                      output reg [6:0] sec_ones_segs, sec_tens_segs, min_segs);
    always @(*) begin
        case(min)
            4'b0001 : min_segs = 7'b000_0110;  
            4'b0010 : min_segs = 7'b101_1011;  
            4'b0011 : min_segs = 7'b100_1111;  
            4'b0100 : min_segs = 7'b110_0110;  
            4'b0101 : min_segs = 7'b110_1101;  
            4'b0110 : min_segs = 7'b111_1101;  
            4'b0111 : min_segs = 7'b000_0111;  
            4'b1000 : min_segs = 7'b111_1111;  
            4'b1001 : min_segs = 7'b110_1111;  
            default : min_segs = 7'b000_0000;
        endcase
        if (min == 0 && sec_tens == 0) begin
            sec_tens_segs = 7'b000_0000;
        end else begin
            case(sec_tens)
                4'b0000 : sec_tens_segs = 7'b011_1111;  
                4'b0001 : sec_tens_segs = 7'b000_0110;  
                4'b0010 : sec_tens_segs = 7'b101_1011;  
                4'b0011 : sec_tens_segs = 7'b100_1111;  
                4'b0100 : sec_tens_segs = 7'b110_0110;  
                4'b0101 : sec_tens_segs = 7'b110_1101;  
                4'b0110 : sec_tens_segs = 7'b111_1101;  
                4'b0111 : sec_tens_segs = 7'b000_0111;  
                4'b1000 : sec_tens_segs = 7'b111_1111;  
                4'b1001 : sec_tens_segs = 7'b110_1111;  
                default : sec_tens_segs = 7'b000_0000;
            endcase
        end
        if (min == 0 && sec_tens == 0 && sec_ones == 0) begin
            sec_ones_segs = 7'b000_0000;
        end else begin
            case(sec_ones)
                4'b0000 : sec_ones_segs = 7'b011_1111;  
                4'b0001 : sec_ones_segs = 7'b000_0110;  
                4'b0010 : sec_ones_segs = 7'b101_1011;  
                4'b0011 : sec_ones_segs = 7'b100_1111;  
                4'b0100 : sec_ones_segs = 7'b110_0110;  
                4'b0101 : sec_ones_segs = 7'b110_1101;  
                4'b0110 : sec_ones_segs = 7'b111_1101;  
                4'b0111 : sec_ones_segs = 7'b000_0111;  
                4'b1000 : sec_ones_segs = 7'b111_1111;  
                4'b1001 : sec_ones_segs = 7'b110_1111;  
                default : sec_ones_segs = 7'b000_0000;
            endcase
        end
    end
endmodule
module microwave_oven_controller 
    (input wire clock, start_, stop_, clear_, door_closed,
        input wire [9:0] keypad,
        output wire mag_on,
        output wire [6:0] blank_digit, sec_ones_segs, sec_tens_segs, min_segs);
    wire [3:0] bcd_out, sec_ones, sec_tens, mins;
    wire pgt_clock, load_, timer_done;
    input_timer_control input_timer_control_DUT 
        (.enable_(mag_on), .keypad(keypad), .clock_in(clock), 
        .bcd_out(bcd_out), .pgt_clock(pgt_clock), .load_(load_));
    timer timer_DUT 
        (.data(bcd_out), .loadn(load_), .clrn(clear_), .clock(pgt_clock), .en(mag_on), 
        .sec_ones(sec_ones), .sec_tens(sec_tens), .mins(mins), .zero(timer_done));
    magnetron_control magnetron_control_DUT 
        (.start_(start_), .stop_(stop_), .clear_(clear_), .door_closed(door_closed), 
        .timer_done(timer_done), .mag_on(mag_on));
    BCD_decoder BCD_decoder_DUT 
        (.sec_ones(sec_ones), .sec_tens(sec_tens), .min(mins), 
        .sec_ones_segs(sec_ones_segs), .sec_tens_segs(sec_tens_segs), .min_segs(min_segs));
    assign blank_digit = 0;
endmodule
```
**/design/flow/config.mk**
```make
export PLATFORM = sky130hd
export DESIGN_NAME = microwave_oven_controller
export DESIGN_NICKNAME = microwave_oven_controller
export VERILOG_FILES = /design/flow/design.v
export SDC_FILE = /design/flow/constraint.sdc
export NUM_CORES = 4
export LEC_CHECK = 1
export CORE_UTILIZATION = 40
```
==> reports/qor.tcl <==
set qor(run_status) {complete, no violations}
set qor(clock.latency.late_pin_ns) 0.22
set qor(top_cells_by_count) {40 x nor2_1, 23 x a21oi_1, 21 x ha_1}
set qor(finalCriticalPeriod_ns) 1.360
set qor(postLayoutSetupSlackWorst_ns) 0.8398
set qor(global_router_s_overall_resource_usage_pct) 16.08
set qor(first_global_vias) 1732
set qor(post_drt_wl_per_cell_um) 11.94
set qor(core_area_um2) 5507
set qor(critPathLaunchType) {register}
set qor(cts-root-buf) {clkbuf_8}
set qor(power-per-cell-area_nw_per_um2) 146.4
set qor(worstPathArrival_ns) 1.23
set qor(timing.final.crit_share_pct) 61.83
set qor(max-clock-path-buffers) 2
set qor(synth.lib_cells_used.distinct) 52
set qor(synthToLayoutAreaGrowth_pct) 18.17
set qor(post-synth-top-count-cell) {nor2_1}
set qor(detailedPlacementHpwl_um) 3363
set qor(num_antenna_cells) 0
set qor(grt_setup_unrepaired) {false}
set qor(final-hold-violation-count) 0
set qor(cap_viol_max_count) 0
set qor(drt_wl_total_um) 4574
set qor(h_tree_lvls) 1
set qor(maximum_number_of_pins_on_one_net_before_global_route_repair) 19
set qor(grt_antenna_before_repair) 0
set qor(endpoints_left_unconstrained) 42
set qor(floorplan.die.width_um) 77.72
set qor(cts-resized-gates) 0
set qor(timing.setup.tns_ns) 0
set qor(dominantRegCellSynth) {dfrtp_1}
set qor(drt-pass1-iter-count) 4
set qor(enable_flop_cells) 1
set qor(tightestPinTransition_ns) 0.8146
set qor(chipArea_um2) 6040
set qor(synth_cells) 285
set qor(place.gp.congestion) 0.8251
set qor(holdCritPathClass) {register to register}
set qor(synth_area_leader_cell) {dfrtp_1}
set qor(synth-area-yosys_um2) 2293
set qor(worst-setup-path-type) {register to register}
set qor(hold_buffers) 0
set qor(share_of_cells_above_drive_strength_1_pct) 6.109
set qor(async_reset_ff_share_pct) 55.56
set qor(worst_ep_required_time_ns) 2.07
set qor(detailroute.via_count) 1946
set qor(number_of_setup_buffers_added_after_cts) 0
set qor(cts_buffers) 3
set qor(finish.cell_count_without_fillers) 383
set qor(drc) 0
set qor(synth.top_cells.by_area) {dfrtp_1 13%, ha_1 11%, nor2_1 6.5%}
set qor(grt_overflow_total) 0
set qor(critPathCaptureType) {register}
set qor(power.leakage_uw) 0.001121
set qor(chipHeight_um) 77.72
set qor(fp-utilization_pct) 41.65
set qor(synth_stat.cells) 285
set qor(critical_path_peak_fanout) 6
set qor(numSynthFlops) 27
set qor(grt_first_pass_wirelength_um) 7962
set qor(max_clock_freq_mhz) 735.2
set qor(max_slew_margin_pct) 45.65
set qor(mean_number_of_vias_per_cell) 5.081
set qor(tritoncts) {built}
set qor(port_buffers) 36
set qor(ys_warn_count) 15
set qor(synth_top_area_share_pct) 13.09
set qor(clock-skew-final_ns) 0.002054
set qor(log.warning_count) 41
set qor(dpl_cells) 379
set qor(setup_violations) 0
set qor(drt_iter0_markers) 96
set qor(drv_slew) 0
set qor(std_cell_rows) 27
set qor(ioPinCount) 44
set qor(minimum_setup_slack_among_reg_to_reg_paths_ns) 0.84
set qor(unclocked_regs) 20
set qor(post-place-ws_ns) 0.8817
set qor(vdd.ir_drop.worst_mv) 0.2256
set qor(post_synth_instance_area_um2) 2293
set qor(worst_setup_hold_path_clk_slew_ns) 0.04
set qor(syn_avg_cell_area_um2) 8.047
set qor(detail-route-antenna-nets) 0
kinds of logic after synthesis:
logic type,count (synthesis),synth area share [%]
AND-OR/OR-AND,62,17.13
adder cells (fa/ha/maj),21,11.46
latches,5,3.273
AND/OR/NAND/NOR,103,23.57
multiplexers,19,8.728
buffers and inverters,41,8.401
flip-flops,22,23.08
XOR/XNOR,11,4.201
other,1,0.1635
worst paths after layout:
| check | startpoint | endpoint | cells past startpoint |
|---|---|---|---|
| setup / recovery | input_timer_control_DUT.freq_div0.counter[0] | input_timer_control_DUT.freq_div0.clock_out | 3 |
| hold / removal | input_timer_control_DUT.freq_div0.counter[0] | input_timer_control_DUT.freq_div0.counter[0] | 1 |
| setup reg to reg | input_timer_control_DUT.freq_div0.counter[0] | input_timer_control_DUT.freq_div0.clock_out | 3 |
| hold reg to reg | input_timer_control_DUT.freq_div0.counter[0] | input_timer_control_DUT.freq_div0.counter[0] | 1 |
stage by stage:
step	utilization [%]	hold WS, ns	total power, uW	cell area [um^2]
2_1_floorplan	-	0.4334	188.3	2316
3_3_place_gp	48.40	0.4470	221.1	2665
3_5_place_dp	48.40	0.4552	221.1	2665
4_1_cts	49.22	0.4656	403.2	2710
5_1_grt	49.22	0.5194	427.3	2710
6_report	49.22	0.4640	396.7	2710
power by group:
part	internal [uW]	switching, uW	total, uW	leakage, uW
registers	132	1.03	133	0.000264
clock network	125	52.4	177	0.0000228
logic	41.5	44.5	86.0	0.000835
sequential cells by signal (all words and copies together) (netlist names), 4 cells and up:
name	flops
input_timer_control_DUT.encoder0.bcd_out	4
timer_DUT.ten_secs.Dout	4
timer_DUT.minutes.Dout	4
timer_DUT.one_secs.Dout	4
input_timer_control_DUT.freq_div0.counter	6
area by class of cell:
type | count | area, um^2
clock buffer | 4 | 45.04
fill | 572 | 2796
inverter | 19 | 71.32
multi-input combinational | 223 | 1524
sequential | 27 | 604.3
tap | 72 | 90.09
timing repair buffer | 38 | 375.4
routing by layer:
metal	vias up	part of all wire (%)	GRT usage, %
met5	-	0	0
met4	0	0	0.1887
met3	0	3.1	1.195
met2	46	44	26.99
met1	858	52	24.47
li1	1042	-	-
critical path, cell delays in order (launching register included):
cell and delay, ns:
dfxtp_1 0.37, ha_1 0.17, nand4b_1 0.10, nor2_1 0.37
cell usage in the layout (no fill, tap or decap), drive strengths merged, types with 2 or more instances in the layout:
master         synthesis  final
xnor2                  6      6
nand3                 10     10
ha                    21     21
nor2                  41     41
and3                   2      2
buf                   10      2
o211ai                 3      3
o22ai                  4      4
nor3                   8      8
nand2b                 7      7
nand2                 14     14
o21a                   4      4
o21ai                 17     17
and2                   3      3
or4                    4      4
a21oi                 23     23
mux2                   5      5
clkbuf                12      4
conb                   1      7
dfstp                  3      3
clkdlybuf4s50          0     36
dfrtp                 12     12
xor2                   5      5
dlxtn                  5      5
nor4                   6      6
inv                   19     19
nand4b                 3      3
nand3b                 2      2
dfxtp                  6      6
mux2i                 14     14
a31oi                  2      2
Power figures rest on the tool's default switching activity, not on a simulated workload.
